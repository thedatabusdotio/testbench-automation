==> design.v <==
module mac_manual #(parameter N = 16,parameter Q = 12)(
    input clk,sclr,ce,
    input [N-1:0] a,
    input [N-1:0] b,
    input [N-1:0] c,
    output [N-1:0] p
    );
    reg [N-1:0] temp;
    always@(posedge clk,posedge sclr)
    begin
        if(sclr)
        begin
            temp <= 0;
        end
        else if(ce)
        begin
            temp <= (a*b+c);
        end
    end
    assign p = temp;
endmodule
==> run.sh <==
#!/bin/bash
# OpenROAD 26Q1-2900-gdf79404cd8, Yosys 0.63+post, stock flow scripts
make -C /OpenROAD-flow-scripts/flow DESIGN_CONFIG=/design/flow/config.mk WORK_HOME=/design/flow/orfs finish
==> config.mk <==
export PLATFORM = sky130hd
export DESIGN_NAME = mac_manual
export DESIGN_NICKNAME = mac_manual
export VERILOG_FILES = /design/flow/design.v
export SDC_FILE = /design/flow/constraint.sdc
export NUM_CORES = 4
export LEC_CHECK = 1
export CORE_UTILIZATION = 50
==> constraint.sdc <==
current_design mac_manual

set clk_period 1.0
set clk_io_pct 0.2

create_clock -name clk0 -period $clk_period [get_ports {clk}]

set non_clock_inputs [all_inputs -no_clocks]
set_input_delay [expr $clk_period * $clk_io_pct] -clock clk0 $non_clock_inputs
set_output_delay [expr $clk_period * $clk_io_pct] -clock clk0 [all_outputs]
==> summary.txt <==
run metrics: # setup viols final 16, setup_tns -42.13 ns, number of antenna diodes 0, Tool Warnings 29, Core Footprint 9729 µm², Comb power frac 92.9%, total of max-cap violations 0, net switching power 10.37 mW, HPWL after DPL 10.03 mm, Layout Area Growth over Synthesis 43.33%, Netlist cell types 34, leakage power 3.661 nW, ys flops 16, Gate Area 4448 µm², Top Ports 67, Largest Register temp, Worst Hold Class in -> async, Worst-path clk slew 0.06 ns, Final Power ~24 mW, # clock sinks 16, flop-to-flop setup slack 0.12 ns, Slew headroom 76.32%, row count 36, most frequent logic cell in the layout inv_1, worst setup margin -3.808 ns, unrepaired setup endpoints after global routing yes, internal power roughly 13 mW, fmax between 200 and 250 MHz, Sw Share 43.68%, crit path time final 4.808 ns, first-pass GRT wire length 19.99 mm, # Cells Yosys 572, Post-Syn Area per Cell 8.758 µm², number of flip-flops in the largest register 16, largest fanout on the critical path 4, Syn. warnings 1, antenna violations before repair 0, clk buf depth 2, Root Driver clkbuf_8, post-route ant nets 0, dpl cells 831, chip area 10,420 µm², CP endpoint temp[14], Num CTS Buffers 3, Worst Tran Pin Value 0.3527 ns, startpoint types input port, Largest regs temp: 16 flops, length of the first detailed-routing pass in iterations 4, cells after synthesis 572, Initial Util 51.49%, Overflow after GRT 0, DR DRC count 0, CP arrival 4.94 ns, register area 400.4 µm², VDD IR max between 6000 and 7000 µV, Initial DRC Count 57, status finished with violations, # fillers 727, PD cells 3308 nW/µm², Total Wirelength 11.72 mm, die height roughly 100 µm, YS chip area 5010 µm², Worst Reg2Reg Path Length in Cells 2, PortBufs around 66, Synth Cell Area 5010 µm², via count 3,944, Seq/Total Area, Yosys 7.992%, WL/cell ~14 µm, vias in the first global route 4,452, H-tree levels 1, worst flop-to-flop path startpoint temp[2], crit path DRT between 1 and 1.5 ns, Chip Width slightly above 100 µm, Setup crit end kind register, most frequent cells in the layout inv_1, fa_1, nand2_1, buf_4, buf_6, Final Hold Violation Tally 0, Total GRT Usage a little over a quarter, period utilization 480.8%, Clock Power Share between 1.5 and 2%, share of cells above drive strength 1 38.02%, Seq pwr share 5.1%, Final GP Congestion 0.9371, crit path launch b[4], reg2reg end temp[2], max-slew violations 0, via density per instance 4.591, TritonCTS clock tree built, Crit Path Class in -> reg, clk_skew 0 ns, failing checks setup timing, Latency at later pin 0.24 ns, largest net degree at the start of global routing 17, Non-Filler Instances roughly 860
[worst max-delay path: stages]
cell and delay (ns):
buf_6 0.09, buf_6 0.12, buf_6 0.11, buf_6 0.11
and2_4 0.15, fa_1 0.48, inv_1 0.05, fa_1 0.51
inv_2 0.05, ha_4 0.26, ha_4 0.19, fa_1 0.55
inv_2 0.04, fa_1 0.47, inv_1 0.05, ha_2 0.16
or3_4 0.40, o22a_1 0.26, nand3_2 0.07, o211ai_1 0.09
a21oi_1 0.19, xnor2_1 0.08, mux2_4 0.25
[Yosys cell counts, drive strengths merged]
master  count  area [µm²]
o31a        1       8.760
o21a        5       37.54
a21oi       7       35.03
xnor3       1       22.52
fa         94        1882
xor2        9       78.83
and2       51       319.1
dfrtp      16       400.4
o211ai      2       15.01
nor3        2       10.01
o22a        1       8.760
nand3       2       10.01
or3         1       6.260
buf         3       23.77
o31ai       1       7.510
clkbuf     15       57.55
a21o        5       37.54
nand2      88       335.3
ha         52       650.6
mux2       11       127.6
nor2b       1       6.260
nor2        4       15.01
and3        2       12.51
a211o       1       8.760
inv       162       608.1
o21ai       5       25.02
a211oi      2       15.01
xnor2      28       245.2
[cell families after synthesis]
kind of cell / after synthesis / share of synthesized area [%]
AOI/OAI and AO/OA: 30 / 3.971
xor gates and xnor gates: 38 / 6.918
adders and majority gates: 146 / 50.55
buffers and inverters: 180 / 13.76
DFF: 16 / 7.992
muxes: 11 / 2.547
and+or+nand+nor: 151 / 14.26
[metal layers]
metal / track usage (%) / wire, µm / share of wire [%]
met2: 40.89 / 4937 / 42
met5: 0 / 0 / 0
met3: 11.68 / 1214 / 10
met4: 0.3297 / 0 / 0
met1: 39.49 / 5567 / 48
[how the worst min path moves through the flow]
stage,endpoint,slack [ns],from,cells after the start
after CTS,temp[1],0.26,sclr,3
after global routing,temp[0],0.30,sclr,3
final,temp[1],0.26,sclr,3
[timing repair]
item,CTS,global route
resized,213,91
endpoints found under the setup margin,32,30
buffers inserted,28,1
hold buffers,0,0
pin swaps,74,72
[through the flow]
step	setup WS [ns]	area [µm²]	hold slack (ns)	util [%]
global placement	-4.685	6605	0.4673	67.89
CTS	-3.931	7066	0.2648	72.62
global route	-3.997	7181	0.2969	73.80
detailed placement	-4.758	6605	0.4717	67.89
finish	-3.808	7181	0.2629	73.80
floorplan	-3.892	5431	0.1137	-
[layout make-up]
| type | count | share of cell area (%) |
|---|---|---|
| timing repair buffer | 169 | 21.12 |
| sequential | 16 | 5.576 |
| multi-input combinational | 376 | 61.94 |
| tap | 133 | 2.317 |
| inverter | 162 | 8.468 |
| clock buffer | 3 | 0.5750 |
[power by group through the flow]
stage	logic (mW)	registers (mW)	clock network (mW)
CTS	20.7	1.22	0.479
global route	24.7	1.25	0.504
finish	22.1	1.22	0.463
Power and IR drop assume default switching activity.
