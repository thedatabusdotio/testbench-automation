File: ./constraint.sdc
current_design qadd

set clk_period 7.9
set clk_io_pct 0.2

create_clock -name clk0 -period $clk_period

set non_clock_inputs [all_inputs -no_clocks]
set_input_delay [expr $clk_period * $clk_io_pct] -clock clk0 $non_clock_inputs
set_output_delay [expr $clk_period * $clk_io_pct] -clock clk0 [all_outputs]
File: ./config.mk
export PLATFORM = sky130hd
export DESIGN_NAME = qadd
export DESIGN_NICKNAME = qadd
export VERILOG_FILES = /design/flow/design.v
export SDC_FILE = /design/flow/constraint.sdc
export NUM_CORES = 4
export LEC_CHECK = 1
export CORE_AREA = 10 10 77 77
export DIE_AREA = 0 0 87 87
File: ./run.sh
#!/bin/bash
# OpenROAD 26Q1-2900-gdf79404cd8, Yosys 0.63+post, stock flow scripts
make -C /OpenROAD-flow-scripts/flow DESIGN_CONFIG=/design/flow/config.mk WORK_HOME=/design/flow/orfs finish
File: ./design.v
`timescale 1ns / 1ps
module qadd #(
	parameter N = 16,
	parameter Q = 12
	)
	(
    input [N-1:0] a,
    input [N-1:0] b,
    output [N-1:0] c
    );
assign c = a + b;
endmodule
==> Changelog: implementation <==
## Implementation

* Status: complete, no violations
* Filler cell count at 477
* Avg Inst Size Synth at 7.39 µm²
* Layout area overhead at 75.3%
* WP depth at 9
* Crit-path slowest cell: clkdlybuf4s50_1
* Design Area, Final at 1270 µm²
* CP cell instances: clkdlybuf4s50_1 -> ha_1 -> fa_1 -> a21o_2 -> a311oi_2 -> o21ai_0 -> a311oi_1 -> nor3_1 -> clkdlybuf4s50_1
* Distinct lib cells at 27
* Fin. Hold Viols at 0
* DRC at 0
* Cell family with most CP delay: AND-OR/OR-AND gates
* I/O Buffers at 48
* Chip area at 7570 µm²
* Setup WS pre-CTS at 2.09 ns
* Overflow after GRT at 0
* Slew @ Worst Pin at 0.445 ns
* Largest net degree at the start of global routing at 7
* Clock buffers at 0
* WL final at 2.47 mm
* Hold_buf cts at 0
* Detailed placement HPWL at 2.28 mm
* Simple share at 15.0%
* Setup WS post-layout at 2.10 ns
* Max Cap Violations at 0
* RSZ-0062 raised after global routing: false
* Layout cells sized above 1 at 2.74%
* Critical Path Source: a[0]
* Setup TNS at 0 ns
* CP startpoint kind: primary input
* Chip Area, Yosys at 724 µm²
* Highest-count logic cell in the final layout: clkdlybuf4s50_1
* Routability congestion estimate at 0.800
* Tool warnings at 32
* Adder share at 28.7%
* WS Path Type: in -> out
* Peak supply drop at 34.0 µV
* Setup-failing EPs final at 0
* Vias in the first global route at 860
* Final min period at 5.80 ns
* Flop count at 0
* Drt initial violations at 35
* CP max FO at 3
* Fin crit share at 73.4%
* Multiplexer share at 1.38%
* Core region area at 4350 µm²
* Most common logic cells in the final layout: 48 x clkdlybuf4s50_1, 17 x a21oi_1, 15 x ha_1
* Final Max Tran Viols at 0
* Setup Buffers After CTS at 0
* Die H at 87 µm
* Cell area after placement at 1270 µm²
* Hold Crit Class: in -> out
* CP most frequent cell: clkdlybuf4s50_1
* Max Clock Freq at 172 MHz
* PostCTS Resize Cnt at 0
* Tot Pwr at 107 µW
* CP endpoint kind: output pin
* Post-route ant nets at 0
* Yosys xor share at 18.1%
* Leak at 0.501 nW
* Seq/Total Area, Yosys at 0%
* Critical Path Max Stage Delay at 0.45 ns
* FP Core Util at 16.6%
* Via density at 4.42
* Cells after synthesis at 98
* N_diodes at 0
* I/O pin count at 48
* Die W at 87 µm
* FP Rows at 24
* Critical path endpoint: c[10]
* PD cells at 84.0 nW/µm²
* GRT Resource Usage Total at 6.26%
* Via count at 876
* Pre-Repair DR Iteration Count at 4
* Yosys Instances at 98
* Buf/Inv on CP at 2
* Register area at 0 µm²
* Arr. time, crit path at 4.22 ns
* Aoi/oai-family share of the synthesized area at 35.2%
* First-pass GRT wire length at 4.00 mm
* Rel. slew slack at 70.0%
* Initial antenna violation count at 0
* Synthesized cell area at 724 µm²
* WL per Instance at 12.5 µm
* Largest family of logic cells by area: AND-OR/OR-AND gates
* Critical Path RT at 6.32 ns
* Yosys warnings at 0
-- cells by family after synthesis --
| group | Yosys count |
|---|---|
| buf+inv | 3 |
| fa+ha+maj | 16 |
| xor+xnor | 15 |
| mux | 1 |
| compound gates | 40 |
| simple gates | 23 |
-- stage by stage --
step	hold slack, ns	cells	utilization, %
detailed placement	4.19	198	29.2
global placement	4.20	198	29.2
global route	4.24	198	29.2
CTS	4.20	198	29.2
finish	4.19	198	29.2
floorplan	3.23	98	-
-- layout make-up --
class / count / area (µm²) / share of cell area, %
Multi-Input combinational cell: 95 / 713 / 56.2
Inverter: 3 / 11.3 / 0.887
Tap cell: 52 / 65.1 / 5.12
Timing Repair Buffer: 48 / 480 / 37.8
-- worst min path at each step --
stage     start   end  slack (ns)  depth (start not counted)
4_1_cts    b[0]  c[0]        4.20                          3
5_1_grt    b[0]  c[0]        4.24                          3
6_report   b[0]  c[0]        4.19                          3
-- where the power goes --
| part | leakage (nW) | internal [mW] | switching, mW |
|---|---|---|---|
| Sequential | 0 | 0 | 0 |
| Combinational | 0.501 | 0.0675 | 0.0391 |
| Clock | 0 | 0 | 0 |
| Total | 0.501 | 0.0675 | 0.0391 |
-- worst min-delay path, delay by kind of cell --
kind	cells	cell delay (ns)
buffers and inverters	2	0.92
adders and majority gates	1	0.11
-- synth_stat cells (all sizes together) (2+ instances only) --
cell / number / area share, %
o21bai: 2 / 2.1
xnor2: 10 / 12
o21ai: 8 / 5.5
a21oi: 17 / 12
nand3: 4 / 2.8
o211ai: 3 / 3.1
a311oi: 2 / 3.3
nor2: 2 / 1.0
nand2: 9 / 4.7
xor2: 5 / 6.0
nor3: 3 / 2.1
inv: 3 / 1.6
nor2b: 2 / 1.7
ha: 15 / 26
a21o: 3 / 3.3
-- per-layer routing --
metal  up-vias  GRT usage, %  wire length, µm
met5         -             0                0
met4         0             0                0
met3         0          1.79              219
met2        23          10.5             1150
met1       385          8.27             1100
li1        468             -                -
Power figures rest on the tool's default switching activity, not on a simulated workload.
