`flow/run.sh`:
```
#!/bin/bash
# OpenROAD 26Q1-2900-gdf79404cd8, Yosys 0.63+post, stock flow scripts
make -C /OpenROAD-flow-scripts/flow DESIGN_CONFIG=/design/flow/config.mk WORK_HOME=/design/flow/orfs finish
```
`flow/config.mk`:
```
export PLATFORM = sky130hd
export DESIGN_NAME = qmult
export DESIGN_NICKNAME = qmult
export VERILOG_FILES = /design/flow/design.v
export SDC_FILE = /design/flow/constraint.sdc
export NUM_CORES = 4
export LEC_CHECK = 1
export CORE_UTILIZATION = 40
```
`flow/constraint.sdc`:
```
current_design qmult

set clk_period 14.9
set clk_io_pct 0.2

create_clock -name clk0 -period $clk_period

set non_clock_inputs [all_inputs -no_clocks]
set_input_delay [expr $clk_period * $clk_io_pct] -clock clk0 $non_clock_inputs
set_output_delay [expr $clk_period * $clk_io_pct] -clock clk0 [all_outputs]
```
`flow/design.v`:
```
`timescale 1ns / 1ps
module qmult #(
	parameter N = 16,
	parameter Q = 12
	)
	(
	 input                  clk,
	 input                  rst,
	 input			[N-1:0]	a,
	 input			[N-1:0]	b,
	 output         [N-1:0] q_result,     
     output			overflow              
	 );
	wire [2*N-1:0]	f_result;		 
	wire [N-1:0]   multiplicand;
	wire [N-1:0]	multiplier;
	wire [N-1:0]    a_2cmp, b_2cmp;
	wire [N-2:0]    quantized_result,quantized_result_2cmp;
	assign a_2cmp = {~a[N-1],~a[N-2:0]+ 1'b1};   
	assign b_2cmp = {~b[N-1],~b[N-2:0]+ 1'b1};   
    assign multiplicand = (a[N-1]) ? a_2cmp : a;              
    assign multiplier   = (b[N-1]) ? b_2cmp : b;
     assign f_result = multiplicand[N-2:0] * multiplier[N-2:0];   
    assign q_result[N-1] = a[N-1]^b[N-1];                      
    assign quantized_result = f_result[N-2+Q:Q];               
    assign quantized_result_2cmp = ~quantized_result[N-2:0] + 1'b1;   
    assign q_result[N-2:0] = (a[N-1]^b[N-1]) ? quantized_result_2cmp : quantized_result;  
    assign overflow = (f_result[2*N-2:N-1+Q] > 0) ? 1'b1 : 1'b0;
endmodule
```
==> results.cfg <==
; yosys + openroad results
[outcome]
status = complete, no violations

[detailed_routing]
drtIter0Drc = 239
totalWireLength_um = 20200
dr.pass1.iters = 4
viasPerCell = 5.02
route.detailed.drc = 0
antennaDiodeCount = 0
vias = 6660
drt.antenna.violating_nets = 0
routedWlPerCell_um = 15.2

[worst_setup_path]
cp_slowest_cell = or4b_2
arrival_ns = 11.51
start_kind = input port
end_kind = primary output
cp_common_cell = fa_1
worst-path-max-fanout = 5
critPathKind = in -> out
cp_data_required_time_ns = 11.92
critPathMaxStageDelay_ns = 0.63

[clock_tree]
post_cts_buffers = 0

[logic_synthesis]
syn_inst = 973
post-synth-top-area-cell = fa_1
ys_top_cells_by_area = fa_1, ha_1, inv_1
postSynthSeqShare_pct = 0
yosysMostFrequentCell = inv_1
common_cells = inv_1, fa_1, nor2_1
synth_cell_types = 66
ys_warn_count = 0
top_cell_area_share_pct = 40.6
syn_area_um2 = 8190
yosys_area_um2 = 8190
syn-mean-instance-area_um2 = 8.42
synth_stat.cells = 973

[final_layout]
drive_above_1_share_pct = 9.43
clkbuf_count = 0
synthToLayoutAreaGrowth_pct = 15.1
regArea_um2 = 0
n_sequential_cell = 0

[final_timing]
fin_crit_sh_pct = 97.2
worst_pin_slew_ns = 0.788
hold_viol = 0
rsz0062_at_grt = true
fmax_ghz = 0.0690
setup-violations-final = 0
setup_slack_ns = 0.413
layout_min_cycle_time_ns = 14.49
slew_headroom_pct = 47.3
slew_violations = 0

[floorplanning]
ios = 51
dieWidth_um = 145
die-area_um2 = 21100
coreArea_um2 = 19800
die_y_um = 145
fp-utilization_pct = 41.4
rows = 51

[grt]
grt.overflow.total = 0
antenna_found_initial = 0
grt_pass1_vias = 6755
grt_max_degree = 18
grt_pass1_wl_um = 34400
grt_usage_pct = 21.4

[worst_hold_path]
hold_depth = 6
hold_path_end = q_result[15]
min-delay-path-class = in -> out
hp-start = a[15]

[run]
warnings = 35
drv_cap = 0

[placed_design]
io_buffer_count = 49
dp_hpwl_um = 17700
routabilityCongestion = 0.935
place_ws_ns = 0.126
-- cell families (layout without fill, tap and decap cells) --
family / after synthesis / in the layout / synth area share (%)
muxes: 5 / 5 / 0.917
xor gates and xnor gates: 73 / 73 / 7.90
buffers and inverters: 205 / 293 / 9.82
AOI/OAI and AO/OA: 95 / 95 / 8.17
adders and majority gates: 260 / 260 / 54.9
and+or+nand+nor: 335 / 335 / 18.3
-- cell type report --
class,count,area [µm²]
fillers,1949,10400
multi-input cells,768,7470
repair buffers,108,933
inverters,185,694
well taps,265,332
-- through the flow --
step	setup TNS, ns	hold slack (ns)	std cells	cell area (µm²)	utilization (%)
2_1_floorplan	0	6.37	973	8190	-
3_3_place_gp	0	7.50	1326	9350	47.2
5_1_grt	-0.0699	7.62	1326	9430	47.7
4_1_cts	0	7.49	1326	9350	47.2
3_5_place_dp	0	7.48	1326	9350	47.2
6_report	0	7.48	1326	9430	47.7
-- per-layer routing --
metal,wire (µm),global-route usage [%]
met1,8800,31.4
met2,9630,34.0
met3,1540,5.90
met4,201,1.79
met5,0,0.952
-- cells in the final DEF (no fill, tap or decap), drive strengths merged, types with 28 or more instances in the layout --
cell,instances
inv,185
fa,166
nor2,144
nand2,118
ha,94
buf,59
clkdlybuf4s50,49
xnor2,38
xor2,35
a21oi,28
-- repair_timing --
action                     CTS  global route
setup endpoints to repair    0             8
resized                      0            13
hold endpoints to repair     0             0
hold buffers                 0             0
-- how the worst max path moves through the flow --
| stage | from | end | slack [ns] | cells after the start |
|---|---|---|---|---|
| final | b[2] | q_result[14] | 0.41 | 28 |
| after CTS | b[2] | overflow | 0.08 | 28 |
| after global routing | a[1] | q_result[14] | -0.07 | 33 |
-- critical path, delay by kind of cell --
kind,cells,cell delay [ns]
compound gates,7,1.53
xor+xnor,2,0.46
fa+ha+maj,7,3.51
buf+inv,5,1.14
simple gates,7,1.90
